--- config.mk ---
export PLATFORM = sky130hd
export DESIGN_NAME = ram
export DESIGN_NICKNAME = ram
export VERILOG_FILES = /design/flow/design.v
export SDC_FILE = /design/flow/constraint.sdc
export NUM_CORES = 4
export LEC_CHECK = 1
export CORE_UTILIZATION = 50
--- constraint.sdc ---
current_design ram

set clk_period 21.8
set clk_io_pct 0.2

create_clock -name clk0 -period $clk_period [get_ports {clk}]

set non_clock_inputs [all_inputs -no_clocks]
set_input_delay [expr $clk_period * $clk_io_pct] -clock clk0 $non_clock_inputs
set_output_delay [expr $clk_period * $clk_io_pct] -clock clk0 [all_outputs]
--- design.v ---
module ram #(
    parameter ADDR_WIDTH = 8,                            
    parameter DATA_WIDTH = 8                             
) (
    input  wire                    clk,                  
    input  wire                    wr_en,                
    input  wire [DATA_WIDTH - 1:0] d_in,                 
    input  wire [ADDR_WIDTH - 1:0] addr,                 
    output wire [DATA_WIDTH - 1:0] d_out                 
);
    reg [DATA_WIDTH - 1:0] mem [0:(1 << ADDR_WIDTH) - 1];       
    assign d_out = mem[addr];
    integer i;
    initial begin
        for (i = 0; i < (1 << ADDR_WIDTH); i = i + 1) begin
            mem[i] = {DATA_WIDTH{1'b0}};
        end
    end
    always @ (posedge clk) begin
        if (wr_en) mem[addr] <= d_in;
    end
endmodule
--- run.sh ---
#!/bin/bash
# OpenROAD 26Q1-2900-gdf79404cd8, Yosys 0.63+post, stock flow scripts
make -C /OpenROAD-flow-scripts/flow DESIGN_CONFIG=/design/flow/config.mk WORK_HOME=/design/flow/orfs finish
==> CHANGELOG.md <==
### Changed

- Core ar.: 0.155 sq mm
- Yosys cell types: 21
- Met3 Track Usage GR: 0.229
- First drt pass iteration count: 7
- Count of final setup violators: 0
- Hold_ws: 4.05 ns
- Critical path data arrival time: 9.65 ns
- Mapped Cells: 3,539
- Area of the mapped netlist: 0.0783 sq mm
- Hold Path Class: in2reg
- H-tree level count: 4
- Hold Fails Final Rpt: 0
- Post-layout util: 0.569
- Pleak: 0.0268 uW
- Via count: 36.9k
- GR Layer Usage met1: 0.351
- Cell count along the critical path: 9
- Die Area: 0.158 sq mm
- #FFs+latches synth: 2,048
- Top cell excl fill/tap: edfxtp_1
- Combinational Area: 0.0158 sq mm
- Area delta synth->final: 12.4%
- CTS Buffer Depth: 3
- Most frequent CP cell: buf_4
- Post-detailed-routing wire length: 187 mm
- Register area: 0.0615 sq mm
- Synth Warn #: 1
- Antenna Nets Post-Route: 0
- Number of port buffers: 25
- Cells in synth_stat.txt: 3,539
- Reg with most FFs: mem
- Std cell rows: 144
- Placed cell areas: 0.0815 sq mm
- CP Capture Type: output pin
- CP required: 17.44 ns
- Vias in the first global route: 42.1k
- Vias per cell: 6.23
- Post-CTS Hold Buffers: 0
- CTS buffer count: 197
- Post-CTS Setup Bufs: 0
- YS chip area: 0.0783 sq mm
- Dominant flop cell: edfxtp_1
- Sequential cell area fraction in the yosys report: 0.785
- Sink Count: 2,048
- Routed len/inst: 31.6 um
- Total GRT Usage: 0.275
- Post-cts resize count: 0
- Hold depth: 1
- Status: completed
- Pre-Place Util: 0.506
- Worst path slowest cell: o41ai_1
- Worst Max-Slew Pin Slew: 1.28 ns
- Pwr dens: 92.5 mW/mm^2
- Worst VDD drop: 88.8 uV
- Max-slew headroom: 0.136
- Post-DP HPWL: 112 mm
- CP delay by family, top: buffers and inverters
- Root buf cell: clkbuf_16
- Horiz. Die Dim: 398 um
- Final Max Tran Viols: 0
- Crit path max fanout: 53
- Final period util: 0.643
- Async SR Flop Fraction: 0
- Top cells excl fill/tap: edfxtp_1, mux4_2, a22oi_1, nor2_1, clkbuf_16
- Worst-path clk slew: 0.06 ns
- CP peak stage delay: 1.17 ns
- Kind of critical path: in2out
- CTS tree: done
- Syn_area_per_cell: 22.1 sq um
- Met2 Use GR: 0.386
- Fmax achieved: 71.4 MHz
- Share of post-route cells with drive strength above 1: 0.255
- GPL Wtd Cong: 0.847
- EDFF count, synth: 2,048
- Residual DRC: 0
- Worst Path Buf+Inv: 4
- Fillers: 10.8k
- TNS Setup: 0 ns
- Grt ovf: 0
- Max-cap violation count: 0
- Max reg flops: 2,048
- Initial antenna violation count: 3
- Post-route cell area: 0.0881 sq mm
- Initial drt markers: 2,303
- Largest net degree at the start of global routing: 99
- Ports: 26
- Tool warning count: 26
- Die Ht: 398 um
- First-pass GRT wire length: 275 mm
- Layer with the highest usage: met2
- RSZ-0062 raised after global routing: no
- Min Tclk post-route: 14.01 ns
- Crit-path cells: buf_8, buf_4, buf_4, mux4_2, a22oi_1, a21oi_1, o41ai_1, nand4_1, clkdlybuf4s50_1
- Startpoint types: input port
- Regs by FF count: mem: 2048 flops
## per-stage QoR
stage / worst slack (ns) / cells / total power [uW]
2_1_floorplan: 11.34 / 3539 / 4620
3_3_place_gp: 7.56 / 5544 / 4780
3_5_place_dp: 7.70 / 5544 / 4790
4_1_cts: 7.68 / 5914 / 8210
5_1_grt: 7.58 / 5914 / 8380
6_report: 7.79 / 5920 / 8150
## Yosys cell counts (all sizes together) (8+ instances only)
cell type     n  area share
nor2        232       0.011
nand4         8     0.00064
mux4        512        0.15
buf          87      0.0070
o41ai        32      0.0036
nand3        13     0.00083
nand2        28      0.0013
clkbuf      145      0.0069
a21oi       128      0.0082
nor3         30      0.0019
edfxtp     2048        0.79
a22oi       256       0.025
## cells by family after synthesis
kind of cell	after synthesis	synth area share
DFF	2048	0.785
and+or+nand+nor	330	0.0174
AOI/OAI and AO/OA	416	0.0363
buffers and inverters	233	0.0140
muxes	512	0.147
## report_power, final
part	internal, uW	leakage (uW)	switching (uW)
sequential	4340	0.0184	1.82
combinational	124	0.00516	236
clock	2030	0.00323	1410
total	6500	0.0268	1650
## path summary, 6_finish.rpt
check / slack, ns / endpoint / start
setup / recovery: 7.79 / d_out[2] / addr[0]
hold / removal: 4.05 / mem[118][4] / d_in[4]
## layout make-up
class	count	area share
tap	2044	0.0290
clock buffer	243	0.0599
antenna	6	0.000170
sequential	2048	0.698
timing repair buffer	193	0.0180
clock inverter	127	0.0152
inverter	1	0.0000426
multi-input combinational	1258	0.179
## routing by layer
metal | routed length (um) | part of all wire
met2 | 88000 | 0.47
met4 | 5180 | 0.028
met3 | 34700 | 0.19
met1 | 58900 | 0.32
met5 | 245 | 0.0013
Power and IR drop assume default switching activity.
