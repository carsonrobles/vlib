### /design/flow/config.mk
export PLATFORM = sky130hd
export DESIGN_NAME = led16_drv
export DESIGN_NICKNAME = led16_drv
export VERILOG_FILES = /design/flow/design.v
export SDC_FILE = /design/flow/constraint.sdc
export NUM_CORES = 4
export LEC_CHECK = 1
export CORE_UTILIZATION = 30
### /design/flow/constraint.sdc
current_design led16_drv

set clk_period 3.4
set clk_io_pct 0.2

create_clock -name clk0 -period $clk_period [get_ports {clk}]

set non_clock_inputs [all_inputs -no_clocks]
set_input_delay [expr $clk_period * $clk_io_pct] -clock clk0 $non_clock_inputs
set_output_delay [expr $clk_period * $clk_io_pct] -clock clk0 [all_outputs]
### /design/flow/design.v
module led16_drv (
    input  wire        clk,      
    input  wire        en,       
    input  wire        mod,      
    output wire [15:0] led       
);
    reg         s_in;
    wire        tck;
    reg  [ 3:0] cnt_s = 4'h0;
    reg  [ 7:0] led_l = 8'h0;
    reg  [ 7:0] led_r = 8'h0;
    wire [15:0] led_f;
    reg  [23 - 1:0] cnt_t = 23'h0;
    assign tck   = &cnt_t;
    assign led_f = (mod == 1'b1) ? {led_r, led_l} : {led_l, led_r};
    assign led   = (en == 1'b1) ? led_f : 16'h0;
    always @ (posedge clk) begin
        if (en == 1'b1) begin
            cnt_t <= cnt_t + 23'h1;
        end else begin
            cnt_t <= 23'h0;
        end
    end
    always @ (posedge clk) begin
        if (en == 1'b0) begin
            cnt_s <= 4'h0;
        end else begin
            if (tck == 1'b1) begin
                cnt_s <= cnt_s + 4'h1;
            end
        end
    end
    always @ (*) begin
        if (cnt_s[3:0] < 4'h3) begin
            s_in = 1'b1;
        end else begin
            s_in = 1'b0;
        end
    end
    always @ (posedge clk) begin
        if (en == 1'b0) begin
            led_l <= 8'h0;
            led_r <= 8'h0;
        end else begin
            if (tck == 1'b1) begin
                led_l <= {led_l[6:0], s_in};
                led_r <= {s_in, led_r[7:1]};
            end
        end
    end
endmodule
### /design/flow/run.sh
#!/bin/bash
# OpenROAD 26Q1-2900-gdf79404cd8, Yosys 0.63+post, stock flow scripts
make -C /OpenROAD-flow-scripts/flow DESIGN_CONFIG=/design/flow/config.mk WORK_HOME=/design/flow/orfs finish
==> summary.txt <==
fresh numbers from the pnr run: non-filler cells, final=279, kind of critical path=in -> out, Pre-Place Util=0.310, first-pass GRT wire length=5090 µm, hold_ws=0.467 ns, PortBufs=18, Latency at later pin=0.28 ns, vias in the first global route=1150, top cells by area, synth=dfxtp_1, mux2i_1, nor2_1, xnor2_1, nand2_1, ys flops=35, Fin. Hold Viols=0, worst-path cell chain=clkdlybuf4s50_1, mux2i_1, nor2_1, clkdlybuf4s50_1, Crit Reg-Reg Startpoint=cnt_t[0]$_SDFF_PN0_, Avg Cell Area, Syn=8.62 µm², chip area=just under 6000 µm², Tightest Pin Transition=0.445 ns, Synth Warn #=1, DIE HEIGHT=77.2 µm, cell type with the largest total area=dfxtp_1, fin util=0.358, Routed Antenna Nets=0, number of detailed-route iterations in the first pass=4, Routed wire per std cell=10.4 µm, die extent in x=approximately 77 µm, worst hold path class=reg -> reg, global route total overflow=0, worst vdd ir=265 µV, reg-to-reg setup timing slack=between 1 and 1.5 ns, R2R depth=5, Largest type area fraction=0.413, post-placement cell count=271, Dominant flop cell=dfxtp_1, Worst setup SP type=primary input, reg2reg end=cnt_t[22]$_SDFF_PN0_, # H-tree levels=2, pin count of the biggest net entering global routing=26, layout cells sized above 1=0.0628, tool warnings=25, filler cell count=566, post-CTS sizing=0, setup violators final=0, FP Rows=27, Placed Area=1880 µm², GRT Total Usage=0.104, DRT iter0 DRCs=35, Post-CTS Setup Inserts=0, total clock sinks=35, Min Clock Period, post-route=2.86 ns, FF/Latch Area=701 µm², CP max stage cell=clkdlybuf4s50_1, DRC Markers=0, Post-synth EDFFs=0, hold_buf cts=0, Syn-to-layout area delta=15.3%, Vias/cell=4.73, mapped cell area=1700 µm², Root Buffer Master=clkbuf_8, Worst slew margin=0.702, initial antenna violation count=0, Most common cell on crit path=clkdlybuf4s50_1, Worst EP arrival=2.18 ns, setup TNS=0 ns, DP Wirelength=2030 µm, Final Slew Violations=0, RSZ-0062 raised after global routing=false, RD Place Congestion=0.814, CP endpoint=led[11], PwrDens=368 nW/µm², # Max-Cap Violations=0, final instance area=1960 µm², sequential-to-total area share from yosys stat=0.413, number of CTS-inserted buffers=5, pre-CTS setup slack=0.525 ns, ant diodes=0, clk slew on worst S/H paths=~0.070 ns, final setup margin=about 0.54 ns, Core Footprint=5470 µm², Cell Type Count=30, Tot Pwr=720 µW, CTS tree=yes, Final period util=0.841, combinational gate area=between 800 and 900 µm², Worst Clk Skew=0.00769 ns, Max stage delay on crit path=0.74 ns, vias after detailed routing=1319, ys cells=between 150 and 200, Routed Wire Length=2910 µm, outcome=complete, no violations, critical path fanouts, max=8, fmax=0.350 GHz, Yosys Chip Area=1700 µm², Max Buffers Root-to-Sink=2, crit path capture type=output port, I/O pin cnt=19, crit path DRT=2.72 ns, Post-Synthesis Cells=197, Setup crit start=mod, leakage=0.686 nW, Post-synth ARST share=0
## cell type report
type | count | area share
Clock buffer | 7 | 0.0390
Clock inverter | 1 | 0.00256
Inverter | 7 | 0.0134
Multi-Input combinational cell | 137 | 0.441
Sequential cell | 35 | 0.358
Tap cell | 72 | 0.0460
Timing Repair Buffer | 20 | 0.0997
## report_power, final
| group | total, mW | internal (mW) | switching (mW) |
|---|---|---|---|
| sequential | 0.417 | 0.413 | 0.00444 |
| combinational | 0.0224 | 0.00891 | 0.0135 |
| clock | 0.281 | 0.144 | 0.137 |
## placed cells by master, fill, tap and decap left out, drive strengths merged
cell type      instances
and3                   1
and2                   1
nand2                 17
inv                    7
nor3                   5
clkbuf                 7
nand3                 10
clkinv                 1
nand2b                 1
ha                     2
dfxtp                 35
nor2                  21
and4                   1
clkdlybuf4s50         18
or4                    8
mux2i                 18
o31ai                  5
nor4                   2
or3                    8
xor2                   2
nand4                  5
xnor2                  9
buf                    2
a21oi                 12
or2                    2
o21ai                  7
## how the worst min path moves through the flow
stage                     from              endpoint  slack (ns)  cells past startpoint
4_1_cts   cnt_t[21]$_SDFF_PN0_  cnt_t[21]$_SDFF_PN0_        0.47                      2
6_report  cnt_t[21]$_SDFF_PN0_  cnt_t[21]$_SDFF_PN0_        0.47                      2
5_1_grt   cnt_t[21]$_SDFF_PN0_  cnt_t[21]$_SDFF_PN0_        0.50                      2
## state kept, by name (all words and copies together), names as in the netlist
name,flops
cnt_t,23
led_r,7
cnt_s,4
led_l,1
## Yosys cell counts (6+ instances only)
| cell | number |
|---|---|
| mux2i_1 | 18 |
| nand2_1 | 17 |
| nor2_1 | 21 |
| nand3_1 | 10 |
| o21ai_0 | 7 |
| or4_1 | 8 |
| buf_4 | 8 |
| or3_1 | 6 |
| dfxtp_1 | 35 |
| xnor2_1 | 9 |
| inv_1 | 7 |
| a21oi_1 | 12 |
## layer usage
layer | GRT usage | share of wire
met1 | 0.152 | 0.53
met2 | 0.162 | 0.43
met3 | 0.0242 | 0.025
met4 | 0.0151 | 0.011
met5 | 0 | 0
## logic make-up (layout without fill, tap and decap cells)
family | count (synthesis) | in the layout | share of synthesized area
buf+inv | 25 | 35 | 0.0789
compound gates | 24 | 24 | 0.0781
simple gates | 82 | 82 | 0.253
flops | 35 | 35 | 0.413
xor+xnor | 11 | 11 | 0.0567
mux | 18 | 18 | 0.106
fa+ha+maj | 2 | 2 | 0.0147
## critical path, delay by kind of cell
kind	cells	cell delay, ns
AND/OR/NAND/NOR	1	0.14
multiplexers	1	0.13
buffers and inverters	2	1.22
Power figures rest on the tool's default switching activity, not on a simulated workload.
