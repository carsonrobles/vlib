==> /design/flow/design.v <==
module sseg_drv (
    input  wire        clk,
    input  wire        en,
    input  wire        mod,
    input  wire [31:0] dat,
    output wire [ 7:0] an,
    output reg  [ 7:0] seg
);
reg         blnk  = 1'b1;
reg  [ 3:0] d_sel;
wire [ 7:0] an_b;
wire [ 7:0] an_n;
reg  [ 7:0] an_w  = 8'h1;
reg  [16 - 1:0] cnt_a = 16'h0;
reg  [25:0] cnt_b = 26'h0;
wire        tck;
assign an   = (en == 1'b1) ? ~an_n : 8'hff;
assign an_n = (mod == 1'b1) ? an_b : an_w;
assign an_b = (blnk == 1'b1) ? an_w : 8'h00;
assign tck  = &cnt_a;
always @ (posedge clk) cnt_a <= cnt_a + 16'h1;
always @ (posedge clk) begin
    if (cnt_b == 26'd49999999) begin
        cnt_b <= 26'h0;
    end else begin
        cnt_b <= cnt_b + 26'h1;
    end
end
always @ (posedge clk) begin
    if (cnt_b == 26'd49999999) begin
        blnk <= ~blnk;
    end
end
always @ (*) begin
    case (d_sel)
        4'h0:    seg = 8'hc0;
        4'h1:    seg = 8'hf9;
        4'h2:    seg = 8'ha4;
        4'h3:    seg = 8'hb0;
        4'h4:    seg = 8'h99;
        4'h5:    seg = 8'h92;
        4'h6:    seg = 8'h82;
        4'h7:    seg = 8'hf8;
        4'h8:    seg = 8'h80;
        4'h9:    seg = 8'h98;
        4'ha:    seg = 8'h88;
        4'hb:    seg = 8'h83;
        4'hc:    seg = 8'hc6;
        4'hd:    seg = 8'ha1;
        4'he:    seg = 8'h86;
        4'hf:    seg = 8'h8e;
        default: seg = 8'hff;
    endcase
end
always @ (posedge clk) begin
    if (tck == 1'b1) begin
        an_w <= (an_w << 1) | an_w[7];
    end
end
always @ (*) begin
    case (an_w)
        8'h01:   d_sel = dat[ 3: 0];
        8'h02:   d_sel = dat[ 7: 4];
        8'h04:   d_sel = dat[11: 8];
        8'h08:   d_sel = dat[15:12];
        8'h10:   d_sel = dat[19:16];
        8'h20:   d_sel = dat[23:20];
        8'h40:   d_sel = dat[27:24];
        8'h80:   d_sel = dat[31:28];
        default: d_sel = 4'h0;
    endcase
end
endmodule
==> /design/flow/run.sh <==
#!/bin/bash
# OpenROAD 26Q1-2900-gdf79404cd8, Yosys 0.63+post, stock flow scripts
make -C /OpenROAD-flow-scripts/flow DESIGN_CONFIG=/design/flow/config.mk WORK_HOME=/design/flow/orfs finish
==> /design/flow/config.mk <==
export PLATFORM = sky130hd
export DESIGN_NAME = sseg_drv
export DESIGN_NICKNAME = sseg_drv
export VERILOG_FILES = /design/flow/design.v
export SDC_FILE = /design/flow/constraint.sdc
export NUM_CORES = 4
export LEC_CHECK = 1
export CORE_UTILIZATION = 30
==> /design/flow/constraint.sdc <==
current_design sseg_drv

set clk_period 3.9
set clk_io_pct 0.2

create_clock -name clk0 -period $clk_period [get_ports {clk}]

set non_clock_inputs [all_inputs -no_clocks]
set_input_delay [expr $clk_period * $clk_io_pct] -clock clk0 $non_clock_inputs
set_output_delay [expr $clk_period * $clk_io_pct] -clock clk0 [all_outputs]
==> impl_metrics.env <==
# implementation run metrics
export IMPL_status="finished clean"
export IMPL_comb_power_share=0.042
export IMPL_slew_viol_final=0
export IMPL_final_setup_skew_ns=0.00448
export IMPL_portBuffers=49
export IMPL_worstPathRequired_ns=3.12
export IMPL_synth_area_sq_mm=0.00274
export IMPL_cp_start_kind="input pin"
export IMPL_rsz0062_at_grt="false"
export IMPL_hold_violations=0
export IMPL_syn2layout_area_growth_pct=31.5
export IMPL_swShare=0.193
export IMPL_postSynthSeqShare=0.405
export IMPL_min_period_ns=3.79
export IMPL_grt_total_usage=0.131
export IMPL_initCoreUtil=0.312
export IMPL_firstDrtPassIters=30
export IMPL_clkTransAtPathRegs_ns=0.08
export IMPL_ys_ff=51
export IMPL_cts_buffers_inserted=5
export IMPL_antennaDiodeCount=0
export IMPL_slew_headroom=0.557
export IMPL_setup_tns_ns=0
export IMPL_ir_worst_vdd_v=0.000131
export IMPL_die_y_um=97.6
export IMPL_die_w_um=97.6
export IMPL_drt_iter0_markers=74
export IMPL_cts_tree="yes"
export IMPL_setup_viol=0
export IMPL_dpl_hpwl_um=4260
export IMPL_vias=2259
export IMPL_switchingPower_mw=0.165
export IMPL_fin_crit_sh=0.973
export IMPL_worstSetupPathType="input pin to output port"
export IMPL_power_frac_seq=0.624
export IMPL_gp_congestion=0.838
export IMPL_final_cells=462
export IMPL_yosys_cell_types_count=41
export IMPL_grt_pass1_wl_um=10100
export IMPL_dp_cells=452
export IMPL_fp_coreArea_sq_mm=0.00881
export IMPL_crit_path_max_fanout=4
export IMPL_ys_area_sq_mm=0.00274
export IMPL_leakage_nw=1.44
export IMPL_endpoint_kind="output port"
export IMPL_viasPerCell=4.89
export IMPL_antenna_found_initial=0
export IMPL_drt_wl_total_um=5800
export IMPL_clk_latency_ns=0.30
export IMPL_synthCells=289
export IMPL_die_area_sq_mm=0.00953
export IMPL_avgSynthCellArea_sq_um=9.49
export IMPL_grt_pass1_vias=2135
export IMPL_drt_antenna_violating_nets=0
export IMPL_worst_slew_pin_slew_ns=0.659
export IMPL_drive_gt1_frac=0.130
export IMPL_avgRoutedWirePerCell_um=12.6
export IMPL_grt_start_max_net_pins=16
export IMPL_warnings=29
export IMPL_synth_stat_cells=289
export IMPL_cp_data_arrival_time_ns=3.01
export IMPL_p_per_area_mw_per_mm2=237
export IMPL_rows=34
export IMPL_final_fill_count=844
export IMPL_intPower_mw=0.688
export IMPL_cap_violations=0
export IMPL_htreeDepth=2
export IMPL_final_area_sq_mm=0.00361
export IMPL_grt_overflow=0
export IMPL_hold_path_class="flop to flop"
export IMPL_pin_count=51
export IMPL_clock_fmax_mhz=264
export IMPL_dpl_cell_area_sq_mm=0.00343
export IMPL_yosys_warnings=1
export IMPL_cts_root_buffer="clkbuf_8"
export IMPL_pwr_share_clk=0.333
export IMPL_drc=0
export IMPL_clock_path_buffers=2
export IMPL_clock_sinks=51
## layer usage
metal / share of wire / routed length (um) / GRT usage
met1: 0.48 / 2770 / 0.195
met2: 0.46 / 2680 / 0.213
met3: 0.050 / 292 / 0.0198
met4: 0.011 / 61 / 0.0105
met5: 0 / 0 / 0
## power groups by stage
stage / registers (mW) / logic [mW] / clock network, mW
after CTS: 0.533 / 0.0371 / 0.298
after global routing: 0.533 / 0.0385 / 0.324
final: 0.533 / 0.0361 / 0.285
## cell usage in the layout, fill, tap and decap left out, types with 4 or more instances in the layout
cell,Yosys,final
clkdlybuf4s50_1,0,43
nand3_1,21,21
and3_1,8,8
buf_4,3,23
nor2_1,22,22
a2111oi_1,4,4
nand2_1,24,23
and2_1,5,5
xor2_1,22,22
inv_1,5,4
mux2i_1,5,5
xnor2_1,17,17
edfxtp_1,9,9
ha_1,7,5
dlymetal6s2s_1,0,5
dfxtp_1,42,42
nand3b_1,25,25
clkbuf_8,0,5
nand4_1,11,11
a2111oi_2,4,5
## cell type report
cell class              instances  area, sq um  area share
multi-input cells             218         1590       0.440
flip-flops and latches         51         1110       0.308
repair buffers                 72          674       0.187
well taps                     108          135      0.0374
clock buffers                   7         76.3      0.0212
inverters                       5         18.8     0.00520
clock inverters                 1         5.00     0.00139
## synthesized netlist by cell type (all sizes together)
library cell | instances | area, sq um
dfxtp | 42 | 841
nand3b | 25 | 188
nand2 | 24 | 90.1
nor2 | 22 | 82.6
xor2 | 22 | 193
nand3 | 21 | 105
xnor2 | 17 | 149
buf | 13 | 85.1
a2111oi | 11 | 126
nand4 | 11 | 68.8
edfxtp | 9 | 270
and3 | 8 | 50.1
ha | 7 | 87.6
and2 | 5 | 31.3
inv | 5 | 18.8
mux2i | 5 | 50.1
nor4 | 5 | 43.8
or4 | 5 | 45.0
nor3 | 4 | 20.0
and4 | 3 | 26.3
nor2b | 3 | 18.8
o21ai | 3 | 15.0
o22ai | 3 | 18.8
a22o | 2 | 17.5
a22oi | 2 | 15.0
clkbuf | 2 | 7.51
o211ai | 2 | 15.0
a2111o | 1 | 11.3
a211o | 1 | 8.76
a21boi | 1 | 7.51
a32o | 1 | 10.0
conb | 1 | 3.75
o211a | 1 | 10.0
o31ai | 1 | 7.51
or2 | 1 | 6.26
## cells by family after synthesis
group,after synthesis,share of synthesized area
muxes,5,0.0182
adders and majority gates,7,0.0319
other,1,0.00137
buffers and inverters,20,0.0406
and+or+nand+nor,137,0.283
DFF,51,0.405
AOI/OAI and AO/OA,29,0.0958
xor gates and xnor gates,39,0.124
## critical path: stages
cell,delay [ns]
clkdlybuf4s50_1,0.40
a22o_1,0.22
a2111o_1,0.48
inv_2,0.11
buf_4,0.11
ha_1,0.16
mux2i_1,0.08
o22ai_1,0.17
clkdlybuf4s50_1,0.51
## registers in the layout, indices dropped and copies added (netlist names)
register  count
blnk          1
cnt_b        26
cnt_a        16
an_w          8
## final timing paths
check,start,endpoint,slack (ns),cells after the start
max,dat[8],seg[6],0.11,9
min,cnt_a[0],cnt_a[0],0.43,1
max reg2reg,cnt_b[2],blnk,2.08,5
min reg2reg,cnt_a[0],cnt_a[0],0.43,1
## stage by stage
stage,worst slack [ns],total power [mW],utilization,hold WS [ns]
after floorplan,0.792,0.547,-,0.395
after global placement,-0.202,0.582,0.390,0.415
after detailed placement,-0.236,0.582,0.390,0.419
after CTS,0.00491,0.868,0.405,0.441
after global routing,0.00669,0.896,0.410,0.477
final,0.106,0.854,0.410,0.434
## what timing repair did
item	CTS	global route
gates resized	12	7
hold buffers	0	0
endpoints found under the setup margin	6	6
setup buffers	0	3
pin swaps	4	9
Power and IR drop assume default switching activity.
